## flow/design.v

```verilog
`timescale 1ns / 1ps
module rrc_filter #(
	parameter WIDTH = 9
)(
	input logic clk,
	input logic rst,
	input logic signed [WIDTH-1:0] filter_in,
	output logic signed [WIDTH-1:0] filter_out
);
	logic signed [WIDTH-1:0] shift_reg_out [0:31];
	logic signed [2*WIDTH-1:0] mul_sum [0:32];
	logic signed [23:0] acc_sum;
	integer i;
	always @(posedge clk or posedge rst) begin
		if(rst) begin
			for(i = 0; i < 32; i=i+1) begin
				shift_reg_out[i] <= 9'b0;
			end
		end
		else begin
			shift_reg_out[0] <= filter_in;
			for(i = 0; i < 31; i=i+1) begin
				shift_reg_out[i+1] <= shift_reg_out[i];
			end
		end
	end
	multiplier_9b #(.WIDTH(9)) MUL0(.mul_in(filter_in), .coefficient(9'd0), .mul_out(mul_sum[0]));
	multiplier_9b #(.WIDTH(9)) MUL1(.mul_in(shift_reg_out[0]), .coefficient(-9'd1), .mul_out(mul_sum[1]));
	multiplier_9b #(.WIDTH(9)) MUL2(.mul_in(shift_reg_out[1]), .coefficient(9'd1),.mul_out(mul_sum[2]));
	multiplier_9b #(.WIDTH(9)) MUL3(.mul_in(shift_reg_out[2]), .coefficient(9'd0),.mul_out(mul_sum[3]));
	multiplier_9b #(.WIDTH(9)) MUL4(.mul_in(shift_reg_out[3]), .coefficient(-9'd1),.mul_out(mul_sum[4]));
	multiplier_9b #(.WIDTH(9)) MUL5(.mul_in(shift_reg_out[4]), .coefficient(9'd2),.mul_out(mul_sum[5]));
	multiplier_9b #(.WIDTH(9)) MUL6(.mul_in(shift_reg_out[5]), .coefficient(9'd0),.mul_out(mul_sum[6]));
	multiplier_9b #(.WIDTH(9)) MUL7(.mul_in(shift_reg_out[6]), .coefficient(-9'd2),.mul_out(mul_sum[7]));
	multiplier_9b #(.WIDTH(9)) MUL8(.mul_in(shift_reg_out[7]), .coefficient(9'd2),.mul_out(mul_sum[8]));
	multiplier_9b #(.WIDTH(9)) MUL9(.mul_in(shift_reg_out[8]), .coefficient(9'd0),.mul_out(mul_sum[9]));
	multiplier_9b #(.WIDTH(9)) MUL10(.mul_in(shift_reg_out[9]), .coefficient(-9'd6),.mul_out(mul_sum[10]));
	multiplier_9b #(.WIDTH(9)) MUL11(.mul_in(shift_reg_out[10]), .coefficient(9'd8),.mul_out(mul_sum[11]));
	multiplier_9b #(.WIDTH(9)) MUL12(.mul_in(shift_reg_out[11]), .coefficient(9'd10),.mul_out(mul_sum[12]));
	multiplier_9b #(.WIDTH(9)) MUL13(.mul_in(shift_reg_out[12]), .coefficient(-9'd28),.mul_out(mul_sum[13]));
	multiplier_9b #(.WIDTH(9)) MUL14(.mul_in(shift_reg_out[13]), .coefficient(-9'd14),.mul_out(mul_sum[14]));
	multiplier_9b #(.WIDTH(9)) MUL15(.mul_in(shift_reg_out[14]), .coefficient(9'd111),.mul_out(mul_sum[15]));
	multiplier_9b #(.WIDTH(9)) MUL16(.mul_in(shift_reg_out[15]), .coefficient(9'd196),.mul_out(mul_sum[16]));
	multiplier_9b #(.WIDTH(9)) MUL17(.mul_in(shift_reg_out[16]), .coefficient(9'd111),.mul_out(mul_sum[17]));
	multiplier_9b #(.WIDTH(9)) MUL18(.mul_in(shift_reg_out[17]), .coefficient(-9'd14),.mul_out(mul_sum[18]));
	multiplier_9b #(.WIDTH(9)) MUL19(.mul_in(shift_reg_out[18]), .coefficient(-9'd28),.mul_out(mul_sum[19]));
	multiplier_9b #(.WIDTH(9)) MUL20(.mul_in(shift_reg_out[19]), .coefficient(9'd10),.mul_out(mul_sum[20]));
	multiplier_9b #(.WIDTH(9)) MUL21(.mul_in(shift_reg_out[20]), .coefficient(9'd8),.mul_out(mul_sum[21]));
	multiplier_9b #(.WIDTH(9)) MUL22(.mul_in(shift_reg_out[21]), .coefficient(-9'd6),.mul_out(mul_sum[22]));
	multiplier_9b #(.WIDTH(9)) MUL23(.mul_in(shift_reg_out[22]), .coefficient(9'd0),.mul_out(mul_sum[23]));
	multiplier_9b #(.WIDTH(9)) MUL24(.mul_in(shift_reg_out[23]), .coefficient(9'd2),.mul_out(mul_sum[24]));
	multiplier_9b #(.WIDTH(9)) MUL25(.mul_in(shift_reg_out[24]), .coefficient(-9'd2),.mul_out(mul_sum[25]));
	multiplier_9b #(.WIDTH(9)) MUL26(.mul_in(shift_reg_out[25]), .coefficient(9'd0),.mul_out(mul_sum[26]));
	multiplier_9b #(.WIDTH(9)) MUL27(.mul_in(shift_reg_out[26]), .coefficient(9'd2),.mul_out(mul_sum[27]));
	multiplier_9b #(.WIDTH(9)) MUL28(.mul_in(shift_reg_out[27]), .coefficient(-9'd1),.mul_out(mul_sum[28]));
	multiplier_9b #(.WIDTH(9)) MUL29(.mul_in(shift_reg_out[28]), .coefficient(9'd0),.mul_out(mul_sum[29]));
	multiplier_9b #(.WIDTH(9)) MUL30(.mul_in(shift_reg_out[29]), .coefficient(9'd1),.mul_out(mul_sum[30]));
	multiplier_9b #(.WIDTH(9)) MUL31(.mul_in(shift_reg_out[30]), .coefficient(-9'd1),.mul_out(mul_sum[31]));
	multiplier_9b #(.WIDTH(9)) MUL32(.mul_in(shift_reg_out[31]), .coefficient(9'd0),.mul_out(mul_sum[32]));
	always_comb begin : accumulate_sum
		acc_sum = mul_sum[0] + mul_sum[1] + mul_sum[2] + mul_sum[3] + mul_sum[4] + 
		mul_sum[5] + mul_sum[6] + mul_sum[7] + mul_sum[8] + mul_sum[9] + 
		mul_sum[10] + mul_sum[11] + mul_sum[12] + mul_sum[13] + mul_sum[14] + 
		mul_sum[15] + mul_sum[16] + mul_sum[17] + mul_sum[18] + mul_sum[19] + 
		mul_sum[20] + mul_sum[21] + mul_sum[22] + mul_sum[23] + mul_sum[24] + 
		mul_sum[25] + mul_sum[26] + mul_sum[27] + mul_sum[28] + mul_sum[29] + 
		mul_sum[30] + mul_sum[31] + mul_sum[32];  
	end
	logic signed [15:0] trunc_frac_sum;
	assign trunc_frac_sum = acc_sum[23:8];
	always_ff @( posedge clk or posedge rst ) begin : blockName
		if(rst) begin
			filter_out <= 0;
		end
		else if(trunc_frac_sum > 255) begin
			filter_out <= 255;
		end
		else if(trunc_frac_sum < -256) begin
			filter_out <= -256;
		end
		else begin
			filter_out <= trunc_frac_sum;
		end
	end
endmodule
module multiplier_9b #(
	parameter WIDTH = 9
)(
	input logic signed [WIDTH-1:0] mul_in,
	input logic signed [WIDTH-1:0] coefficient,
	output logic signed [2*WIDTH-1:0] mul_out
);
	assign mul_out = mul_in * coefficient;
endmodule
```

## flow/config.mk

```make
export PLATFORM = sky130hd
export DESIGN_NAME = rrc_filter
export DESIGN_NICKNAME = rrc_filter
export VERILOG_FILES = /design/flow/design.v
export SDC_FILE = /design/flow/constraint.sdc
export NUM_CORES = 4
export LEC_CHECK = 1
export CORE_UTILIZATION = 50
```

## flow/constraint.sdc

```tcl
current_design rrc_filter

set clk_period 19.3
set clk_io_pct 0.2

create_clock -name clk0 -period $clk_period [get_ports {clk}]

set non_clock_inputs [all_inputs -no_clocks]
set_input_delay [expr $clk_period * $clk_io_pct] -clock clk0 $non_clock_inputs
set_output_delay [expr $clk_period * $clk_io_pct] -clock clk0 [all_outputs]
```

## flow/run.sh

```bash
#!/bin/bash
# OpenROAD 26Q1-2900-gdf79404cd8, Yosys 0.63+post, stock flow scripts
make -C /OpenROAD-flow-scripts/flow DESIGN_CONFIG=/design/flow/config.mk WORK_HOME=/design/flow/orfs finish
```

==> results_slide.txt <==
Flow Results at a Glance

Outcome
  – Outcome: finished, final reports clean

Detailed routing
  – Routed Antenna Nets: 0
  – DR vias/cell: 4.85
  – Routed WL per cell: 17.4 µm
  – Antenna diode count: 0
  – Vias after detailed routing: approximately 14,000
  – DRT Pass-1 Iters: 6
  – Residual DRC: 0
  – Routed WL: 51,000 µm
  – Initial drt markers: approximately 640

Floorplanning
  – Core ar.: 50,200 µm²
  – Fp_density: about half
  – Die Span Y: 228 µm
  – IO Count: 20
  – DIE AREA: 51,800 µm²
  – Die W: 228 µm
  – Std-Cell Rows: about 82

Critical path
  – Crit path top cell by count: fa_1
  – Critical Path AT: 11.57 ns
  – Kind of critical path: flip-flop to flip-flop
  – Crit Path Max Fanout: 18
  – CP required: 19.73 ns
  – Startpoint Class: flip-flop
  – CP endpoint kind: flip-flop
  – CP max stage cell: dfrtp_1
  – Slowest stage delay, CP: 0.83 ns

Clock tree
  – Insertion Delay late pin: roughly 0.59 ns
  – Setup Buffers After CTS: 0
  – CTS tree: yes
  – Cts bufs inserted: 31
  – # resized after CTS: 0
  – Root Driver: clkbuf_16
  – Htree depth: 1
  – Clock sink total: 288
  – Clk buf depth: 3
  – Register clock-pin slew on the reported worst setup and hold paths: 0.06 ns
  – Hold_buf cts: 0

Final timing
  – Hold WS: 0.347 ns
  – Slew Viols, Final: 0
  – Crit share post-route: 57.8%
  – Unrepaired setup endpoints after global routing: no
  – Slew @ Worst Pin: 0.812 ns
  – Hold Fails Final Rpt: 0
  – Fin crit period: roughly 11 ns
  – Final setup violation count: 0
  – Max-slew headroom: roughly 45%
  – Worst Skew: 0.0137 ns
  – Setup TNS: 0 ns
  – Max Fclk: 89.7 MHz

Placed design
  – Placed instance area: 26,500 µm²
  – Hpwl dp: 42,700 µm
  – Placer Congestion: 0.896
  – PortBufs: 19

Yosys
  – Ys flops: 288
  – Yosys warnings: 4
  – YS chip area: 25,400 µm²
  – Cell taking the most area after synthesis: fa_1
  – Top-area cell type share of the netlist area: around 32%
  – Post-synth cell types: 54
  – Async set or reset register ratio after synthesis: 100%
  – Flip-flops with a built-in enable: 0
  – Syn_area_per_cell: 11.7 µm²
  – Mapped Area: about 25,000 µm²
  – Top cell types by occurrence after synthesis: inv_1, fa_1, ha_1
  – Top cells by area: fa_1, dfrtp_1, ha_1
  – Post-synth seq share: 28.3%
  – Count leader, synth: inv_1
  – Yosys cell count: 2,181
  – Post-Synthesis Cells: 2,181
  – Dominant synthesized flop cell: dfrtp_1

GRT
  – Met2 Resource Use GR: between 30% and 40%
  – Vias in the first global route: roughly 16,000
  – Global route hottest layer: met1
  – Largest net degree at the start of global routing: 94
  – Met1 Use GR: 35.5%
  – Gr usage total: 23.4%
  – Gr ovfl total: 0
  – Initial antenna violation count: 1
  – Met3 GRT Util: 8.17%
  – First-pass GRT wire length: 84,900 µm

Final layout
  – Layout cells sized above 1: under 10%
  – P&R area growth vs syn: 8.84%
  – Final Cell Area: 27,700 µm²
  – Number of fill cells: 4,161

Hold path
  – HP Class: flip-flop to flip-flop

Job
  – Max cap viols: 0
  – Tool Warnings: ~60
-- final cells by class --
| class | count | area, µm² | area share (%) |
|---|---|---|---|
| Clock inverter | 21 | 343 | 1.24 |
| Sequential cell | 288 | 7210 | 26.0 |
| Inverter | 607 | 2290 | 8.25 |
| Clock buffer | 37 | 838 | 3.03 |
| Tap cell | 672 | 841 | 3.04 |
| Timing Repair Buffer | 28 | 258 | 0.931 |
| Multi-Input combinational cell | 1280 | 15900 | 57.5 |
-- flip-flops by register name (all words and copies together) (netlist names) --
name and flops:
filter_out 9, shift_reg_out 279
-- placed cells by master, fill, tap and decap left out, drive strengths merged, types with 6 or more instances in the layout --
master,netlist,layout
a211oi,6,6
o21ai,51,51
nor3,15,15
bufinv,0,8
o21a,12,12
inv,607,608
fa,409,409
xor2,47,47
and3,8,8
nand2,36,36
dfrtp,288,288
nor2b,15,15
buf,2,9
or2,9,9
clkbuf,4,37
a21o,41,41
o21bai,14,14
xnor2,90,90
clkinv,0,6
a21boi,6,6
ha,330,330
nand2b,15,15
nand3,14,14
a21oi,70,70
and2,6,6
clkdlybuf4s50,0,19
clkinvlp,0,6
nor2,33,33
-- routing by layer --
| layer | part of all wire (%) | vias up |
|---|---|---|
| li1 | - | 6795 |
| met1 | 42 | 7090 |
| met2 | 47 | 282 |
| met3 | 7.8 | 60 |
| met4 | 2.5 | 2 |
| met5 | 0.029 | - |
-- path summary, 6_finish.rpt --
kind | from | endpoint | slack [ns] | cells after the start
setup / recovery | shift_reg_out[14][8] | filter_out[6] | 8.15 | 33
hold / removal | shift_reg_out[22][3] | shift_reg_out[23][3] | 0.35 | 0
setup reg to reg | shift_reg_out[14][8] | filter_out[6] | 8.15 | 33
hold reg to reg | shift_reg_out[22][3] | shift_reg_out[23][3] | 0.35 | 0
max in group asynchronous | rst | shift_reg_out[19][2] | 13.83 | 4
min in group asynchronous | rst | shift_reg_out[5][5] | 3.77 | 2
-- worst max-delay path, delay by kind of cell (launching register included) --
kind / cells / cell delay [ns]
adders and majority gates: 12 / 5.93
AOI/OAI and AO/OA: 9 / 2.45
DFF: 1 / 0.83
and+or+nand+nor: 4 / 0.72
xor gates and xnor gates: 1 / 0.53
buffers and inverters: 7 / 0.52
-- kinds of logic after synthesis --
| logic type | after synthesis | share of synthesized area [%] |
|---|---|---|
| buffers and inverters | 613 | 9.10 |
| AND/OR/NAND/NOR | 171 | 3.44 |
| multiplexers | 1 | 0.0393 |
| adder cells (fa/ha/maj) | 739 | 48.4 |
| flip-flops | 288 | 28.3 |
| AND-OR/OR-AND | 232 | 5.99 |
| XOR/XNOR | 137 | 4.71 |
-- through the flow --
step | setup WS, ns | utilization (%) | std cells
floorplan | 7.49 | - | 2181
global placement | 8.28 | 52.9 | 2875
detailed placement | 8.18 | 52.9 | 2875
CTS | 8.13 | 55.2 | 2933
global route | 7.56 | 55.2 | 2933
finish | 8.15 | 55.2 | 2933
